--- /design/flow/design.v ---
module mux2way_32bit(mux_out, mux_in1, mux_in2, mux_sel);
input [31:0] mux_in1, mux_in2;
output reg [31:0] mux_out;
input mux_sel;
always@(mux_in1 or mux_in2 or mux_sel)
begin
	case(mux_sel)
	1'b0: mux_out = mux_in1;	
	1'b1: mux_out = mux_in2;
	endcase 
end
endmodule
--- /design/flow/run.sh ---
#!/bin/bash
# OpenROAD 26Q1-2900-gdf79404cd8, Yosys 0.63+post, stock flow scripts
make -C /OpenROAD-flow-scripts/flow DESIGN_CONFIG=/design/flow/config.mk WORK_HOME=/design/flow/orfs finish
--- /design/flow/config.mk ---
export PLATFORM = sky130hd
export DESIGN_NAME = mux2way_32bit
export DESIGN_NICKNAME = mux2way_32bit
export VERILOG_FILES = /design/flow/design.v
export SDC_FILE = /design/flow/constraint.sdc
export NUM_CORES = 4
export LEC_CHECK = 1
export CORE_AREA = 10 10 71 71
export DIE_AREA = 0 0 81 81
--- /design/flow/constraint.sdc ---
current_design mux2way_32bit

set clk_period 1.0
set clk_io_pct 0.2

create_clock -name clk0 -period $clk_period

set non_clock_inputs [all_inputs -no_clocks]
set_input_delay [expr $clk_period * $clk_io_pct] -clock clk0 $non_clock_inputs
set_output_delay [expr $clk_period * $clk_io_pct] -clock clk0 [all_outputs]
==> job_summary.md <==
### Yosys + OpenROAD results

| Metric | Value |
|---|---|
| Fin area | `between 0.0015 and 0.002 sq mm` |
| N_diodes | `0` |
| Fin. max-slew vios | `0` |
| Net Sw Frac | `~22%` |
| Detailed Route Iter0 Violations | `3` |
| Die width | `slightly above 80 um` |
| Commonest Layout Cell | `dlygate4sd2_1` |
| DP HPWL | `around 2.5 mm` |
| DRC Markers | `0` |
| Synth Seq Share | `0%` |
| Pre-Place Util | `about 15%` |
| CTS hold repair buffers | `0` |
| Pwr dens | `between 300 and 400 mW/mm^2` |
| Final setup viols | `32` |
| Top cells excl fill/tap | `dlygate4sd2_1 (51), mux2_4 (31), buf_6 (23), buf_2 (13), clkdlybuf4s50_1 (9)` |
| Mean Syn Cell Area | `15.1 sq um` |
| Area Growth Syn to Fin | `192%` |
| NetSw | `around 140 uW` |
| Die Area | `roughly 0.0066 sq mm` |
| Required time worst endpoint | `800 ps` |
| Grt ovf | `0` |
| Vias in the first global route | `~760` |
| # Cells Yosys | `36` |
| Via count | `~720` |
| Clock share of power | `0%` |
| DR WL/cell | `roughly 15 um` |
| First-pass GRT wire length | `roughly 4.1 mm` |
| Ys Warns | `1` |
| Rel. slew slack | `between 90% and 100%` |
| Chip Area, Yosys | `544 sq um` |
| Slowest-stage cell, CP | `mux2_4` |
| Crit path buf inv count | `4` |
| Violated checks | `negative setup slack` |
| DRT Pass-1 Iters | `2` |
| Initial antenna violation count | `0` |
| Layout fillers | `between 300 and 400` |
| Setup TNS | `-3300 ps` |
| Remaining antenna violation count | `0` |
| CP max FO | `6` |
| Slew @ Worst Pin | `approximately 87 ps` |
| Post-Syn Area | `between 500 and 600 sq um` |
| Final Wtd Congestion | `0.832` |
| Fin crit share | `118%` |
| Cell Type Count | `4` |
| CP most frequent cell | `buf_12` |
| Internal Power | `a little under 500 uW` |
| Io pins | `between 90 and 100` |
| CP delay by family, top | `buffers and inverters` |
| Clk_buf instances | `0` |
| Total GRT Usage | `between 7 and 8%` |
| IO Port Bufs | `97` |
| Worst setup margin | `-179 ps` |
| Area leader, netlist | `mux2_4` |
| Worst Path Arrival | `980 ps` |
| Seq_cells | `0` |
| Count of tool warnings | `34` |
| Final WL | `around 2.9 mm` |
| Launching element type of the critical path | `input pin` |
| Highest ir drop seen on vdd | `about 0.17 mV` |
| Cell row count | `22` |
| Largest stage delay, worst path | `~290 ps` |
| Post-DP Area | `approximately 0.0015 sq mm` |
| Comb pwr share | `approximately 100%` |
| Hold Crit Class | `in -> out` |
| Routed vias/inst | `3.82` |
| Cells after synthesis | `36` |
| Layout cells sized above 1 | `about 54%` |
| Flop pwr share | `0%` |
| Yosys top cell area share | `82.8%` |
| Final hold violation count | `0` |
| FMAX | `848 MHz` |
| RSZ-0062 raised after global routing | `true` |
| Synth area leaders | `mux2_4 (83%), buf_12 (11%), mux2_2 (4.1%), buf_6 (2.1%)` |
| Status | `finished with violations` |
| Largest net degree at the start of global routing | `11` |
| Crit end category | `output pin` |
| Die height | `about 81 um` |
| Total core area | `around 0.0036 sq mm` |
| Critical-path cell list | `buf_12 > buf_12 > buf_12 > mux2_4 > buf_6` |
| Crit Path Category | `in -> out` |
| Tmin final | `roughly 1200 ps` |
| P_leak | `about 0.87 nW` |
| Max-cap violations | `0` |
| Register Area | `0 sq um` |
repair_timing:
item,in CTS,in global routing
setup buffers,5,1
gates resized,171,10
setup endpoints to repair,32,32
gates cloned,2,0
routing by layer:
| layer | vias up | GRT usage [%] | share of wire, % | routed length [um] |
|---|---|---|---|---|
| li1 | 345 | - | - | - |
| met1 | 320 | 9.03 | 37 | 1080 |
| met2 | 50 | 14.3 | 50 | 1450 |
| met3 | 0 | 2.78 | 12 | 350 |
| met4 | 0 | 0 | 0 | 0 |
| met5 | - | 0 | 0 | 0 |
power groups by stage:
stage	clock (mW)	combinational, mW	sequential [mW]
CTS	0	0.614	0
global route	0	0.666	0
finish	0	0.624	0
cell usage after synthesis:
cell / n
mux2_4: 30
mux2_2: 2
buf_6: 1
buf_12: 3
path summary, 6_finish.rpt:
kind | end | from | slack [ps] | cells after the start
max | mux_out[4] | mux_sel | -180 | 5
min | mux_out[29] | mux_in2[29] | 690 | 3
metrics by stage:
stage               utilization, %  std cells  hold slack, ps  worst slack [ps]  total power, mW
floorplan                        -         36             498              66.9            0.206
global placement              42.4        179            1170              -504            0.656
detailed placement            42.4        179            1190              -512            0.661
CTS                           42.3        186             751              -181            0.614
global route                  43.8        187             717              -196            0.666
finish                        43.8        187             691              -179            0.624
cell families after synthesis:
| family | count (synthesis) | share of synthesized area, % |
|---|---|---|
| muxes | 32 | 86.9 |
| buffers and inverters | 4 | 13.1 |
cell type report:
cell class         instances  area [sq um]  share of cell area, %
well taps                 48          60.1                   3.78
multi-input cells         32           477                   30.0
repair buffers           107          1050                   66.2
No activity file was given, so power comes from the tool's default toggle rates.
