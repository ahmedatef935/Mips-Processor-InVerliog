**design/flow/run.sh**
```bash
#!/bin/bash
# OpenROAD 26Q1-2900-gdf79404cd8, Yosys 0.63+post, stock flow scripts
make -C /OpenROAD-flow-scripts/flow DESIGN_CONFIG=/design/flow/config.mk WORK_HOME=/design/flow/orfs finish
```
**design/flow/config.mk**
```make
export PLATFORM = sky130hd
export DESIGN_NAME = alu
export DESIGN_NICKNAME = alu
export VERILOG_FILES = /design/flow/design.v
export SDC_FILE = /design/flow/constraint.sdc
export NUM_CORES = 4
export LEC_CHECK = 1
export CORE_UTILIZATION = 50
```
**design/flow/constraint.sdc**
```tcl
current_design alu

set clk_period 25.7
set clk_io_pct 0.2

create_clock -name clk0 -period $clk_period

set non_clock_inputs [all_inputs -no_clocks]
set_input_delay [expr $clk_period * $clk_io_pct] -clock clk0 $non_clock_inputs
set_output_delay [expr $clk_period * $clk_io_pct] -clock clk0 [all_outputs]
```
**design/flow/design.v**
```verilog
module alu(alu_Result, alu_zeroFlag, input1, input2, aluCtrl);
output reg [31:0] alu_Result;
input [31:0] input1, input2;
output reg alu_zeroFlag;
input [3:0] aluCtrl;
always@(input1 or input2 or aluCtrl)
begin
	case (aluCtrl)
		4'b0000 : alu_Result = input1 & input2;  
		4'b0001 : alu_Result = input1 | input2;  
		4'b0010 : alu_Result = input1 + input2;  
		4'b0110 : alu_Result = input1 - input2;  
		4'b0111 : if (input1 < input2) alu_Result = 32'd1; 
			else alu_Result = 32'd0;  
		default : alu_Result = 32'hxxxxxxxx;
	endcase
	if (alu_Result == 32'd0)
		alu_zeroFlag = 1;
	else 
		alu_zeroFlag = 0;
end
endmodule 
module testALU();
wire [31:0] alu_Result;
reg [31:0] input1, input2;
wire alu_zeroFlag;
reg [3:0] aluCtrl;
alu a(alu_Result, alu_zeroFlag, input1, input2, aluCtrl);
initial begin
	input1 = 32'd1;
	input2 = 32'd1;
	end
always
	begin
		#100
		aluCtrl = 4'b0000;  
		#100
		aluCtrl = 4'b0001;  
		#100
		aluCtrl = 4'b0010;  
		#100
		aluCtrl = 4'b0110;  
		#100
		aluCtrl = 4'b0111;  
	end
endmodule
```
==> flow.log <==
[flow] final metrics
[metrics] status: complete, no violations
[metrics] final number of max-transition violations: 0
[metrics] Layout Area Growth over Synthesis: 17.99%
[metrics] RSZ-0062 raised after global routing: no
[metrics] # Post-CTS Setup Buffers: 0
[metrics] # clk buffers: 0
[metrics] Hold Slack: 11530 ps
[metrics] standby leakage power: 2.954 nW
[metrics] Switching Power: 0.00008245 W
[metrics] hold buffers post-CTS: 0
[metrics] share of the clock period used by the worst path after layout: 59.93%
[metrics] Peak supply drop: 0.01417 mV
[metrics] global-route wire length before repair: 31.26 mm
[metrics] estimated wirelength of the detail-placed design: 15.44 mm
[metrics] Pwr per Cell Area: 21.76 nW/um2
[metrics] tally of buffers added on design ports: 101
[metrics] element type at the critical path end: primary output
[metrics] library cells used by synthesis: 79
[metrics] worst slew slack as a fraction of its limit: 50.44%
[metrics] combined area of all synthesized cells: 5593 um2
[metrics] via count of the first global-routing pass: 6132
[metrics] die width: 107.8 um
[metrics] I/O Pins: 101
[metrics] number of logged tool warnings: 103
[metrics] Crit Path Category: in -> out
[metrics] critical path peak fanout: 12
[metrics] Arrival @ worst endpoint: 10260 ps
[metrics] area share of the leading cell type in the synthesized netlist: 22.82%
[metrics] average vias per placed instance: 6.346
[metrics] met2 GRT Util: 52.01%
[metrics] required time reported for the critical path endpoint: 20560 ps
[metrics] sequential cells: 0
[metrics] total via count after detailed routing: 6727
[metrics] number of antenna violations at the first check in global routing: 1
[metrics] row count: 38
[metrics] final hold violations: 0
[metrics] Avg Inst Size Synth: 6.488 um2
[metrics] global router's overall resource usage: 34.19%
[metrics] count of nets left with antenna violations after detail routing: 0
[metrics] Post-synth seq share: 0%
[metrics] pin count of the biggest net entering global routing: 29
[metrics] post-detailed-route DRC marker count: 0
[metrics] max-cap violations: 0
[metrics] library cell with the largest summed area after synthesis: sky130_fd_sc_hd__ha_1
[metrics] worst min path class: in -> out
[metrics] area occupied by registers: 0 um2
[metrics] final count of negative-setup-slack endpoints: 0
[metrics] starting density of the core: 51.37%
[metrics] router iterations before antenna repair: 6
[metrics] aggregate negative setup slack: 0 ps
[metrics] yosys synthesis chip area: 5593 um2
[metrics] standard cell core area: 10890 um2
[metrics] total gr overflow: 0
[metrics] biggest area cells: sky130_fd_sc_hd__ha_1, sky130_fd_sc_hd__a21oi_1, sky130_fd_sc_hd__inv_1, sky130_fd_sc_hd__nor2_1, sky130_fd_sc_hd__nand2_1
[metrics] met1 track demand over resource: 50.31%
[metrics] count of warnings emitted by yosys: 1
[metrics] shortest clock period the worst path allows after layout: 15400 ps
[metrics] number of cells in Yosys stat: 862
[metrics] routed len/inst: 18.42 um
[metrics] fraction of layout cells with a size suffix above 1: 3.917%
[metrics] cells after synthesis: 862
[metrics] Final Wtd Congestion: 1.024
[metrics] Die Y-Extent: 107.8 um
[metrics] switch share: 57.41%
[metrics] slew of the pin with the lowest slew margin: 735.6 ps
[metrics] global routing's busiest layer: met2
[metrics] initial DRC count: 591
[metrics] type of origin of the critical path: input port
[metrics] Int Pwr: 0.00006116 W
[metrics] total wire length: 19.53 mm
[metrics] met3 usage: 5.000%
[metrics] post-cts repair resize count: 0
[metrics] Peak Freq: 64.93 MHz
[metrics] chip footprint: 11610 um2
==> cell families after synthesis <==
group,Yosys count,share of synthesized area [%]
buffers and inverters,152,10.94
multiplexers,3,0.5593
adder cells (fa/ha/maj),104,23.53
AND/OR/NAND/NOR,280,24.65
AND-OR/OR-AND,309,38.12
XOR/XNOR,14,2.192
==> cell type report <==
class,instances,area [um2]
antenna,1,2.502
multi-input combinational,710,4986
fill,1006,4289
tap,140,175.2
timing repair buffer,106,1049
inverter,103,386.6
==> worst paths after layout <==
check | startpoint | endpoint | slack (ps) | cells past startpoint
worst max-delay path | input1[5] | alu_zeroFlag | 10300 | 15
worst min-delay path | input2[26] | alu_Result[26] | 11530 | 5
==> cell usage in the layout, fill, tap and decap left out, types with 12 or more instances in the layout <==
master and n:
sky130_fd_sc_hd__nor2_1 92, sky130_fd_sc_hd__o21ai_0 41, sky130_fd_sc_hd__nand2_1 60, sky130_fd_sc_hd__clkdlybuf4s50_1 101
sky130_fd_sc_hd__a21oi_1 103, sky130_fd_sc_hd__a211oi_1 12, sky130_fd_sc_hd__a31oi_1 12, sky130_fd_sc_hd__ha_1 102
sky130_fd_sc_hd__inv_1 103, sky130_fd_sc_hd__nor3_1 25, sky130_fd_sc_hd__nand3_1 16, sky130_fd_sc_hd__o31ai_1 12
sky130_fd_sc_hd__or3_1 14, sky130_fd_sc_hd__xnor2_1 14
==> critical path: stages <==
cell	delay [ps]
sky130_fd_sc_hd__clkdlybuf4s50_1	510
sky130_fd_sc_hd__inv_1	60
sky130_fd_sc_hd__ha_1	560
sky130_fd_sc_hd__inv_1	110
sky130_fd_sc_hd__a21oi_1	450
sky130_fd_sc_hd__a31oi_1	370
sky130_fd_sc_hd__a211oi_2	610
sky130_fd_sc_hd__nor2b_1	100
sky130_fd_sc_hd__o21a_1	200
sky130_fd_sc_hd__o32a_1	400
sky130_fd_sc_hd__or4b_1	510
sky130_fd_sc_hd__nor4_2	360
sky130_fd_sc_hd__nand4bb_1	220
sky130_fd_sc_hd__nor4_2	170
sky130_fd_sc_hd__clkdlybuf4s50_1	490
==> cell usage after synthesis (all sizes together) (3+ instances only) <==
cell type,count
a2111oi,6
a211oi,14
a21boi,4
a21o,11
a21oi,105
a221o,6
a221oi,8
a22oi,3
a311oi,3
a31oi,12
a41oi,5
and2,7
and3,6
buf,14
clkbuf,35
ha,102
inv,103
nand2,60
nand2b,11
nand3,16
nand4,6
nor2,92
nor2b,8
nor3,26
nor4,13
o2111ai,5
o211a,4
o211ai,9
o21a,3
o21ai,42
o21bai,9
o221a,4
o221ai,9
o22a,3
o22ai,5
o311ai,5
o31a,3
o31ai,14
o41ai,3
or2,4
or3,14
or4,4
xnor2,14
==> per-layer routing <==
| layer | vias up | wire, um |
|---|---|---|
| met1 | 3019 | 8928 |
| met4 | 0 | 420 |
| met2 | 406 | 8356 |
| met5 | - | 0 |
| met3 | 43 | 1820 |
| li1 | 3259 | - |
==> power groups by stage <==
stage | Clock, W | Combinational [W] | Sequential, W
after CTS | 0 | 0.000141 | 0
after global routing | 0 | 0.000157 | 0
==> per-stage QoR <==
step                std cells  util (%)  total power [W]  cell area [um2]  setup WS, ps
global route             1059     60.58        0.0001573             6596         10140
finish                   1060     60.61        0.0001436             6599         10300
CTS                      1059     60.58        0.0001409             6596         10390
floorplan                 862         -       0.00008842             5593         12560
global placement         1059     60.58        0.0001397             6596         10430
detailed placement       1059     60.58        0.0001399             6596         10420
Power figures rest on the tool's default switching activity, not on a simulated workload.
