`flow/design.v`:
```
module mux3way_32bit(mux_out, mux_in1, mux_in2, mux_in3, mux_sel);
input [31:0] mux_in1, mux_in2, mux_in3;
output reg [31:0] mux_out;
input [1:0] mux_sel;
always@(mux_in1 or mux_in2 or mux_in3 or mux_sel)
begin
	case(mux_sel)
	2'b00: mux_out = mux_in1;	
	2'b01: mux_out = mux_in2;
	2'b10: mux_out = mux_in3;
	default: mux_out = 32'dx;
	endcase 
end
endmodule
```
`flow/run.sh`:
```
#!/bin/bash
# OpenROAD 26Q1-2900-gdf79404cd8, Yosys 0.63+post, stock flow scripts
make -C /OpenROAD-flow-scripts/flow DESIGN_CONFIG=/design/flow/config.mk WORK_HOME=/design/flow/orfs finish
```
`flow/config.mk`:
```
export PLATFORM = sky130hd
export DESIGN_NAME = mux3way_32bit
export DESIGN_NICKNAME = mux3way_32bit
export VERILOG_FILES = /design/flow/design.v
export SDC_FILE = /design/flow/constraint.sdc
export NUM_CORES = 4
export LEC_CHECK = 1
export CORE_AREA = 10 10 71 71
export DIE_AREA = 0 0 81 81
```
`flow/constraint.sdc`:
```
current_design mux3way_32bit

set clk_period 3.9
set clk_io_pct 0.2

create_clock -name clk0 -period $clk_period

set non_clock_inputs [all_inputs -no_clocks]
set_input_delay [expr $clk_period * $clk_io_pct] -clock clk0 $non_clock_inputs
set_output_delay [expr $clk_period * $clk_io_pct] -clock clk0 [all_outputs]
```
==> run notes <==
run results: outcome=completed, met3 Use GR=4.68%, met1 Usage GRT=14.9%, setup TNS=0 ns, setup bufs post-CTS=0, row count=22, Antenna Diode Count=0, FMAX=295 MHz, Non-Filler Instances=283, Yosys cell types=8, Synth area leader=a22oi_1, Post-DRT Antenna Nets=0, post-CTS resize count=0, Die H=81 µm, Slowest cell on crit path=clkdlybuf4s50_1, vias in the first global route=1291, Total Power=around 240 µW, synthesized area=637 µm², I/O pin count=130, Die ar.=6560 µm², register area=0 µm², hold buffers post-CTS=0, initial DRC count=roughly 46, top cells by area in the synthesized netlist=a22oi_1, o21ai_1, nand2_1, buf_2, buf_6, startpoint types=primary input, most used routing layer=met2, max-slew violations=0, met2 track demand over resource=22.3%, Chip Area, Yosys=637 µm², Die X=81 µm, Largest stage delay, worst path=0.49 ns, most frequent CP cell=clkdlybuf4s50_1, flop count=0, global route total overflow=0, Worst Max-Slew Pin Slew=0.323 ns, Layout fillers=330, all-layer global routing usage=between 10% and 20%, Syn. warnings=1, vias per cell=4.51, Max Fanout on Critical Path=36, Cells after DPL=about 280, CP endpoint kind=primary output, Final Hold Viols=0, Core ar.=3630 µm², CP delay by family, top=buffers and inverters, routed len/inst=about 16 µm, FP Util=17.5%, Area Growth Syn to Fin=209%, final WL=4.45 mm, GP Congestion=0.789, layout cells sized above 1=2.55%, Tool Warnings=33, hpwl dp=3.79 mm, worst vdd ir=51.3 µV, crit path DRT=3.12 ns, drt first pass iters=4, Core Util, Final=54.1%, first-pass GRT wire length=~6.7 mm, Residual DRC=0, Syn Area/Cell=5.64 µm², Port-buffer cells=130, Area leader share=37.7%, normalized max-slew margin=78.5%, Buf/Inv on CP=4, Setup violations, final=0, Cell Pwr Density=124 nW/µm², routed vias=1275, largest net degree at the start of global routing=37, Seq share, synth=0%, CP arrival=approximately 2.6 ns, period utilisation layout=86.8%, leakage=0.000724 µW, clock buf count=0, Yosys Instances=113, crit-path cells=clkdlybuf4s50_1 -> inv_1 -> ha_2 -> buf_4 -> nand2_1 -> o21ai_1 -> clkdlybuf4s50_1, max cap viols=0, RSZ-0062 raised after global routing=no, min-delay worst type=primary input to primary output, Post-Syn Instances=113, initial antenna violation count=0, fin crit period=3.38 ns, Crit Path Class=primary input to primary output
==> power by group <==
group	leakage (µW)	switching [µW]	internal, µW
clock	0	0	0
combinational	0.000724	69.7	175
sequential	0	0	0
total	0.000724	69.7	175
==> cell usage in the layout (no fill, tap or decap) <==
master and count:
a22oi_1 32, buf_12 1, buf_4 4, clkdlybuf4s50_1 130, ha_1 1, ha_2 1, inv_1 2, nand2_1 32
o21ai_0 2, o21ai_1 30
==> per-layer routing <==
metal	wire length (µm)	vias up
li1	-	665
met1	1760	539
met2	2160	71
met3	538	0
met4	0	0
met5	0	-
==> kinds of logic (layout without fill, tap and decap cells) <==
group,count (synthesis),count (layout),share of synthesized area [%]
compound gates,64,64,62.9
fa+ha+maj,2,2,3.93
buf+inv,15,137,14.3
simple gates,32,32,18.9
==> worst paths after layout <==
check / from / end / cells past startpoint / slack, ns
worst max-delay path: mux_sel[0] / mux_out[15] / 7 / 0.52
worst min-delay path: mux_in1[3] / mux_out[3] / 4 / 2.47
==> Yosys cell counts <==
master   number
ha_1          2
a22oi_1      32
inv_1         2
nand2_1      32
buf_2        10
buf_6         3
o21ai_0       2
o21ai_1      30
==> cell type report <==
| cell class | count | area, µm² | share of cell area [%] |
|---|---|---|---|
| multi-input combinational | 98 | 548 | 27.9 |
| timing repair buffer | 135 | 1350 | 68.7 |
| inverter | 2 | 7.51 | 0.382 |
| tap | 48 | 60.1 | 3.05 |
==> stage by stage <==
| stage | setup slack, ns | area [µm²] | hold WS (ns) |
|---|---|---|---|
| 6_report | 0.515 | 1970 | 2.47 |
| 5_1_grt | 0.343 | 1970 | 2.50 |
| 4_1_cts | 0.496 | 1970 | 2.48 |
| 3_5_place_dp | 0.498 | 1970 | 2.47 |
| 3_3_place_gp | 0.528 | 1970 | 2.47 |
| 2_1_floorplan | 1.64 | 637 | 1.62 |
Power and IR drop assume default switching activity.
